==> /design/flow/design.v <==
`timescale 1ns / 1ps
module PDLZWRapper
(
    input [2*8-1:0] DataInput,
    input DataInputReady,
    output reg DataInputFetch,
    output reg [1:0] ShiftData,
    output reg [8:0] DataOutput,
    output reg DataOutputReady,
    input clk
);
    reg lay_2_find_request = 0;
    wire [$clog2(2*8)-1:0] lay_2_find;
    wire lay_2_save;
    wire lay_2_exist;
    wire lay_2_filled;
    Dict 
    #(
        .Width(2*8), .Depth(256)
    )
    Lay2
    (
        DataInput[2*8-1:0],
        lay_2_find_request,
        lay_2_find,
        lay_2_save,
        lay_2_exist,
        lay_2_filled,
        clk
    );
    reg [2*8-1:0] _data_temp = {0};
    reg current_state = fetch_data;
    parameter fetch_data = 0;
    parameter find_in_lay_2 = 1;
    always @(posedge clk)
    begin
        DataInputFetch <= 0;
        DataOutputReady <= 0;
        if(current_state == fetch_data)
        begin
            if(DataInputReady)
            begin
                _data_temp <= DataInput;
                DataInputFetch <= 1;
                lay_2_find_request <= 1;
                current_state <= find_in_lay_2;
            end
        end
        else if (current_state == find_in_lay_2)
        begin
            if(lay_2_save | lay_2_exist)
            begin
                DataOutput <= lay_2_find + 256;
                DataOutputReady <= 1;
                ShiftData <= 2;
                lay_2_find_request <= 0;
                current_state <= fetch_data;
            end
            else if(lay_2_filled)
            begin
                DataOutput <= DataInput[0];
                DataOutputReady <= 1;
                ShiftData <= 1;
                lay_2_find_request <= 0;
                current_state <= fetch_data;
            end
        end
    end
endmodule
module Dict
#(
    parameter Width = 8,
    parameter Depth = 256
)
(
    input [Width-1:0] DataInput,
    input FindRequest,
    output reg [$clog2(Depth)-1:0] FindIndex,
    output reg Exist,
    output reg Saved,
    output reg Filled,
    input clk
);
    reg [Width-1:0] Data [Depth-1:0];                
    reg [$clog2(Depth)-1:0] _save_index = 0;         
    reg [$clog2(Depth)-1:0] _current_index = 0;      
    always @(posedge clk)
    begin
        Exist <= 0;
        Saved <= 0;
        Filled <= 0;
        if(FindRequest)
        begin
            _current_index <= _current_index + 1;
            if(_current_index == Depth)
            begin
                Filled <= 1;
                _current_index <= _current_index;
            end
            else if(_current_index == _save_index)
            begin
                Data[_save_index] = DataInput;
                FindIndex <= _save_index;
                Saved <= 1;
                _save_index <= _save_index + 1;
                _current_index <= 0;
            end
            else
            begin
                if(Data[_current_index] == DataInput)
                begin
                    FindIndex <= _current_index;
                    Exist <= 1;
                end
            end
        end
        else
        begin
            _current_index <= 0;
        end
    end
endmodule
==> /design/flow/run.sh <==
#!/bin/bash
# OpenROAD 26Q1-2900-gdf79404cd8, Yosys 0.63+post, stock flow scripts
make -C /OpenROAD-flow-scripts/flow DESIGN_CONFIG=/design/flow/config.mk WORK_HOME=/design/flow/orfs finish
==> /design/flow/config.mk <==
export PLATFORM = sky130hd
export DESIGN_NAME = PDLZWRapper
export DESIGN_NICKNAME = PDLZWRapper
export VERILOG_FILES = /design/flow/design.v
export SDC_FILE = /design/flow/constraint.sdc
export NUM_CORES = 4
export LEC_CHECK = 1
export CORE_UTILIZATION = 40
==> /design/flow/constraint.sdc <==
current_design PDLZWRapper

set clk_period 13.8
set clk_io_pct 0.2

create_clock -name clk0 -period $clk_period [get_ports {clk}]

set non_clock_inputs [all_inputs -no_clocks]
set_input_delay [expr $clk_period * $clk_io_pct] -clock clk0 $non_clock_inputs
set_output_delay [expr $clk_period * $clk_io_pct] -clock clk0 [all_outputs]
==> impl_metrics.toml <==
# implementation run metrics
[yosys]
syn_area_per_cell_um2 = 16.18
ys_cells = 9957
synthDistinctLibCells = 104
ys_chip_area_um2 = 161100
yosysWarnings = 4
ys_seq_frac = 0.7681
synth_flops = 4126
edf_count = 4113
netlist_area_um2 = 161100
syn_inst = 9957
synthArstFlopShare = 0
ys.flop_type = "edfxtp_1"

[die]
io_pins = 31
die_w_um = 636.7
fp-row-count = 232
die_h_um = 636.7
initial_utilization = 0.4028

[cts]
ctsHoldBuffers = 0
post-cts-setup-buffers = 0
cts.sinks = 4126
cts-root-buf = "clkbuf_16"
cts_buffers = 434
cts-resized-gates = 0
clock_path_buffers = 4
cts_max_level = 5

[placed_design]
dp_slack_ns = 4.954
dp_hpwl_um = 1069000
place_congestion = 1.529
io_buffers = 23
dp.cells = 16039
dpl_cell_area_um2 = 180100

[grt]
grt_max_degree = 102
grt.total_usage = 0.9306
grt_pass1_wl_um = 2304000
grt_overflow = 7539
grt_pass1_vias = 194593

[status]
stop_error = "[ERROR GRT-0116] Global routing finished with congestion. Check the congestion regions in the DRC Viewer."
lastStage = "global routing"
outcome = "stopped before the end"
-- synthesized netlist by cell type (16+ instances only) --
library cell	instances	area, um^2
a2111oi_0	46	402.9
a211o_1	16	140.1
a211oi_1	41	307.8
a21o_1	25	187.7
a21oi_1	393	1967
a221oi_1	116	1016
a222oi_1	37	370.4
a22o_1	232	2032
a22oi_1	1058	7943
a31oi_1	68	425.4
a32o_1	65	650.6
a32oi_1	212	1857
and2_1	25	156.4
and3_1	67	419.2
and3b_1	21	183.9
buf_1	126	473.0
buf_2	174	870.8
buf_4	23	172.7
buf_6	22	247.7
clkbuf_1	371	1393
edfxtp_1	4113	123500
inv_1	18	67.56
mux2_2	79	889.6
mux2i_1	81	810.8
nand2_1	290	1089
nand2b_1	24	150.1
nand3_1	324	1622
nand3b_1	36	270.3
nand4_1	205	1282
nor2_1	412	1546
nor2b_1	37	231.5
nor3_1	200	1001
nor3b_1	23	172.7
nor4_1	94	588.1
o2111ai_1	21	183.9
o211ai_1	42	315.3
o21ai_0	182	910.9
o22ai_1	185	1157
o2bb2ai_1	19	166.4
o32ai_1	61	534.3
or3_1	21	131.4
or4_1	39	292.8
xor2_1	20	175.2
-- metal layers --
layer  GRT overflow  global-route usage
met1           1477              0.9082
met2           2788              0.9828
met3           1456              0.9184
met4           1624              0.8952
met5            194              0.8423
-- cell families after synthesis --
logic type / after synthesis / share of synthesized area
adder cells (fa/ha/maj): 8 / 0.0006213
other: 2 / 0.00004661
flip-flops: 4126 / 0.7681
AND-OR/OR-AND: 2957 / 0.1352
buffers and inverters: 737 / 0.02008
XOR/XNOR: 35 / 0.001903
AND/OR/NAND/NOR: 1927 / 0.06312
multiplexers: 165 / 0.01093
